==> ./design.v <==
`timescale 1ns / 1ps
module multiplier_16bit(
    A,
    B,
    out
);
    input logic signed [15:0] A, B;
    output logic signed [31:0] out;
    assign out = $signed(A) * $signed(B); 
endmodule
==> ./run.sh <==
#!/bin/bash
# OpenROAD 26Q1-2900-gdf79404cd8, Yosys 0.63+post, stock flow scripts
make -C /OpenROAD-flow-scripts/flow DESIGN_CONFIG=/design/flow/config.mk WORK_HOME=/design/flow/orfs finish
==> ./config.mk <==
export PLATFORM = sky130hd
export DESIGN_NAME = multiplier_16bit
export DESIGN_NICKNAME = multiplier_16bit
export VERILOG_FILES = /design/flow/design.v
export SDC_FILE = /design/flow/constraint.sdc
export NUM_CORES = 4
export LEC_CHECK = 1
export CORE_UTILIZATION = 30
==> ./constraint.sdc <==
current_design multiplier_16bit

set clk_period 14.0
set clk_io_pct 0.2

create_clock -name clk0 -period $clk_period

set non_clock_inputs [all_inputs -no_clocks]
set_input_delay [expr $clk_period * $clk_io_pct] -clock clk0 $non_clock_inputs
set_output_delay [expr $clk_period * $clk_io_pct] -clock clk0 [all_outputs]
==> changes_impl.md <==
## Implementation

- HP Start: A[0]
- Yosys stat chip area: 9911 um^2
- Antenna Cells: 0
- Worst slew pin tran: 802.9 ps
- Synth Cell Area: 9911 um^2
- Buffers added on ports: 64
- Sum Neg Setup Slack: 0 ps
- RSZ-0062 raised after global routing: no
- Post-DP HPWL: 20170 um
- Die width: 183.8 um
- Slowest Stage Delay on Critical Path: 950 ps
- Final Setup Violations: 0
- Ratio of cells with drive above 1 in the final layout: 1.157%
- Critical path class: in -> out
- CP max FO: 16
- Outcome: finished, final reports clean
- CP required: 11200 ps
- GR Overflow Total: 0
- Sequential cell area: 0 um^2
- Largest net degree at the start of global routing: 17
- Clock buffer cells: 0
- Die height: 183.8 um
- Final core utilization: 33.79%
- Vias post-DR: 6977
- Comb area: 8676 um^2
- DR DRC count: 0
- Ports: 64
- Slew HR: 46.24%
- DRT Pass-1 Iters: 4
- Register share after synthesis: 0%
- Hold WS: 6723 ps
- Pins Over Slew Limit: 0
- Core Box Area: 32540 um^2
- Cell Type Count: 43
- Crit path launch type: input port
- Cells on Worst Hold Path: 4
- Placed Area: 11000 um^2
- Dpl cells: 1566
- FP Rows: 66
- Yosys Instances: 1093
- CTS Hold Bufs: 0
- Top cell excl fill/tap: inv_1
- Drt total wl: 23210 um
- Vias in the first global route: 7428
- Total track usage: 15.78%
- Mapped Cells: 1093
- Initial antenna violation count: 0
- Die area: 33770 um^2
- Crit-path cells: clkdlybuf4s50_1, nand2_1, inv_1, fa_1, fa_1, fa_1, fa_1, fa_1, inv_1, fa_1, inv_1, ha_1, and3_1, nand3_1, or4b_1, a21oi_1, o41ai_2, o2111ai_1, a21oi_1, xnor2_1, clkdlybuf4s50_1
- Max-cap violations: 0
- Bufs and invs on worst path: 5
- Cell depth of the worst setup path: 21
- Filler Cell Count: 3402
- Design area: 11000 um^2
- Final min period: 13280 ps
- Synth Warn #: 0
- Initial Utilization: 30.46%
- Hold Path Sink: out[0]
- FFs & Latches: 0
- First-pass GRT wire length: 39360 um
- Tool Warnings: 32
- Antenna Nets Post-Route: 0
- Synthesized area per cell: 9.067 um^2
- Highest clock rate: 75.30 MHz
- Worst Hold Class: in -> out
- Via density: 4.455
- Setup crit end kind: primary output
- Fin. Hold Viols: 0
- P&R area growth vs syn: 10.95%
- Slowest library cell on the worst path: clkdlybuf4s50_1
- Post-CTS sizing: 0
- Commonest non-fill, non-tap cells in the layout: inv_1 (290), fa_1 (262), nand2_1 (132)
- Finished Layout Cells: 1566
- Fin crit share: 94.86%
- Final Wtd Congestion: 0.9055
- Starting DRC count in detailed routing: 277
- Data arrival, critical path: 10480 ps
- Crit path max-delay family: adder cells
- Routed length per placed instance: 14.82 um
- Crit-path most repeated cell: fa_1
- Postcts setup bufs: 0
worst max-delay path by stage:
| stage | start | end | slack [ps] |
|---|---|---|---|
| after CTS | B[1] | out[30] | 700 |
| after global routing | B[1] | out[30] | 310 |
| final | B[1] | out[30] | 720 |
cell usage after synthesis, types with 2 or more instances:
cell / instances / area share [%]
xnor2_1: 27 / 2.4
or2_2: 2 / 0.13
a21oi_1: 17 / 0.86
nand2b_1: 4 / 0.25
nand4_1: 3 / 0.19
a31oi_1: 7 / 0.44
o21bai_1: 4 / 0.30
or4b_1: 2 / 0.20
o31ai_1: 2 / 0.15
a21oi_2: 2 / 0.18
fa_1: 262 / 53
inv_1: 290 / 11
and2_1: 122 / 7.7
ha_1: 82 / 10
nor2_1: 26 / 0.98
nor3_1: 5 / 0.25
clkbuf_1: 37 / 1.4
and3_1: 6 / 0.38
o21ai_0: 6 / 0.30
a21o_1: 18 / 1.4
o211ai_1: 2 / 0.15
nand2_1: 132 / 5.0
nand3_1: 5 / 0.25
o21a_1: 2 / 0.15
xor2_1: 10 / 0.88
logic make-up after synthesis:
| group | count (synthesis) | share of synthesized area [%] |
|---|---|---|
| and+or+nand+nor | 312 | 15.73 |
| adders and majority gates | 344 | 63.27 |
| xor gates and xnor gates | 37 | 3.270 |
| buffers and inverters | 328 | 12.46 |
| AOI/OAI and AO/OA | 72 | 5.265 |
worst min-delay path: stages:
cell and delay [ps]:
clkdlybuf4s50_1 400, buf_4 190, and2_1 140, clkdlybuf4s50_1 390
metal layers:
layer | GRT usage, % | routed length (um) | vias up
li1 | - | - | 3238
met1 | 23.65 | 10110 | 3468
met2 | 23.11 | 10310 | 257
met3 | 6.523 | 2566 | 14
met4 | 1.200 | 226 | 0
met5 | 0 | 0 | -
stage by stage:
step,setup WS (ps)
6_report,719.3
5_1_grt,308.1
4_1_cts,700.6
3_5_place_dp,744.8
3_3_place_gp,745.6
2_1_floorplan,2823
cell type report:
type | instances | share of cell area [%]
repair buffers | 69 | 6.168
multi-input cells | 765 | 78.90
inverters | 290 | 9.900
well taps | 442 | 5.030
