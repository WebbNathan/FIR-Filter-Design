===== ./config.mk =====
export PLATFORM = sky130hd
export DESIGN_NAME = saturator
export DESIGN_NICKNAME = saturator
export VERILOG_FILES = /design/flow/design.v
export SDC_FILE = /design/flow/constraint.sdc
export NUM_CORES = 4
export LEC_CHECK = 1
export CORE_AREA = 10 10 70 70
export DIE_AREA = 0 0 80 80

===== ./constraint.sdc =====
current_design saturator

set clk_period 5.3
set clk_io_pct 0.2

create_clock -name clk0 -period $clk_period

set non_clock_inputs [all_inputs -no_clocks]
set_input_delay [expr $clk_period * $clk_io_pct] -clock clk0 $non_clock_inputs
set_output_delay [expr $clk_period * $clk_io_pct] -clock clk0 [all_outputs]

===== ./design.v =====
`timescale 1ns / 1ps
module saturator #(
    parameter N = 32
)(
    A,
    out
);
    localparam signed [15:0] MAX = 16'sd32767;
    localparam signed [15:0] MIN = 16'sh8000;
    localparam signed [N-1:0] MAX_EX = {{(N-16){1'b0}}, MAX[15:0]};
    localparam signed [N-1:0] MIN_EX = {{(N-16){1'b1}}, MIN[15:0]};
    input logic signed [N-1:0] A;
    output logic signed [15:0] out;
    assign out = A > MAX_EX ? MAX :
                 A < MIN_EX ? MIN :
                 $signed(A[15:0]);
endmodule

===== ./run.sh =====
#!/bin/bash
# OpenROAD 26Q1-2900-gdf79404cd8, Yosys 0.63+post, stock flow scripts
make -C /OpenROAD-flow-scripts/flow DESIGN_CONFIG=/design/flow/config.mk WORK_HOME=/design/flow/orfs finish

==> flow_summary.json <==
{
  "topCellsByArea": "a21o_1 (32%), a21o_2 (19%), o41ai_4 (12%)",
  "fmax_ghz": 0.236,
  "grt_max_degree": 16,
  "antenna_found_initial": 0,
  "die_x_um": 80,
  "tightest_slew_ns": 0.729,
  "dp_hpwl_um": 1540,
  "layout_top_cell": "clkdlybuf4s50_1",
  "core_area_um2": 3420,
  "top_area_frac": 0.324,
  "drc": 0,
  "crit_type": "in2out",
  "cts_setup_buffers": 0,
  "fillers": 389,
  "drt-total-wl_um": 1720,
  "yosys.area.top_type": "a21o_1",
  "synthToLayoutAreaGrowth_pct": 227,
  "ioPinCount": 48,
  "rsz0062_at_grt": "no",
  "antenna_cells_inserted": 0,
  "cts-resized-gates": 0,
  "synth-warning-count": 0,
  "die_h_um": 80,
  "synth.avg_cell_area_um2": 8.27,
  "grtUsageTotal": 0.0520,
  "hold_class": "in2out",
  "outcome": "finished, final reports clean",
  "cp-end-kind": "primary output",
  "clkbuf_count": 0,
  "fp-row-count": 21,
  "syn_inst": 28,
  "vias": 428,
  "drive_above_1_share": 0.108,
  "power_leakage_nw": 0.308,
  "period_used_share": 0.798,
  "dr.first_iter.drc_count": 2,
  "cp.arrival_ns": 3.17,
  "grt_first_pass_wirelength_um": 2640,
  "viasPerCell": 3.57,
  "chip_area_um2": 6400,
  "crit_required_ns": 4.24,
  "ys_cells": 28,
  "lay_top_cells": "clkdlybuf4s50_1 (48), a21o_1 (10), a21o_2 (5)",
  "flop_area_um2": 0,
  "drt_first_pass_iters": 2,
  "synth-area-yosys_um2": 231,
  "fin_ws_ns": 1.07,
  "flops": 0,
  "overflow": 0,
  "fp_util": 0.0678,
  "cts_hold_buf": 0,
  "drv_cap": 0,
  "final_util": 0.222,
  "warning_count": 32,
  "port_buffers": 48,
  "finalMaxSlewViolations": 0,
  "post_drt_wl_per_cell_um": 14.3,
  "hold_violations": 0,
  "synth_cell_type_count": 10,
  "maxSlewHeadroom": 0.513,
  "worst_ir_drop_vdd_mv": 0.0257,
  "power.density_nw_per_um2": 71.2,
  "setup_viol": 0,
  "total_power_mw": 0.0539,
  "ant_nets": 0,
  "start_kind": "input port",
  "synth_area_um2": 231,
  "pre_cts_ws_ns": 1.05,
  "setup-tns-final_ns": 0,
  "grt_pass1_vias": 510,
  "ys_seq_share": 0,
  "post-route-min-period_ns": 4.23,
  "worstPathMaxFanout": 15,
  "gp_congestion": 0.863
}
[kinds of logic (layout without fill, tap and decap cells)]
| kind of cell | Yosys count | after routing | share of synthesized area |
|---|---|---|---|
| compound gates | 17 | 17 | 0.670 |
| buf+inv | 3 | 49 | 0.0864 |
| simple gates | 8 | 8 | 0.243 |
[report_power, final]
group	internal, mW	leakage [nW]	switching, mW
Combinational	0.0399	0.308	0.0140
Sequential	0	0	0
Clock	0	0	0
[cell type report]
| cell class | count | area, um2 | share of cell area |
|---|---|---|---|
| timing repair buffer | 49 | 488 | 0.645 |
| tap | 46 | 57.6 | 0.0760 |
| multi-input combinational | 25 | 211 | 0.279 |
[synth_stat cells]
master and count:
a21o_2 5, nor4_1 4, a21o_1 10, a41oi_1 1, buf_6 1, clkbuf_1 1, nand4_1 3, o41ai_4 1
buf_2 1, nand4_2 1
[metrics by stage]
stage	instance area (um2)	hold WS (ns)	cells
final	757	3.06	120
after CTS	757	3.07	120
after detailed placement	757	3.07	120
after global placement	757	3.07	120
after floorplan	231	2.16	28
after global routing	757	3.10	120
[layer usage]
layer / vias to the layer above / global-route usage / part of all wire
met2: 43 / 0.0674 / 0.31
met5: - / 0 / 0
li1: 210 / - / -
met1: 175 / 0.0560 / 0.38
met3: 0 / 0.0636 / 0.30
met4: 0 / 0 / 0
[final timing paths]
check	startpoint	end	cells after the start
setup / recovery	A[15]	out[0]	5
hold / removal	A[31]	out[15]	2
[critical path, stage by stage]
cell             delay [ns]
clkdlybuf4s50_1        0.51
nand4_2                0.13
o41ai_4                0.75
a21o_2                 0.24
clkdlybuf4s50_1        0.48
Power is estimated from default activity; no workload was simulated.
